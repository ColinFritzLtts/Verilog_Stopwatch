**./design.v**
```verilog
`timescale 1ns / 1ps
module rtc_timer #(parameter TEN_MS_TICK = 500_000, parameter count_width = 19)
(
    input wire i_sclk, 
    input wire i_reset_n, 
    input wire i_timerenb, 
    output wire o_base_tick
    );
    reg [count_width-1:0] count = 0;
    reg o_tick = 0;
    always @(posedge i_sclk) begin
        if (!i_reset_n) begin
            count <= 19'h7A11E;
            o_tick = 0;
        end
        else begin
            if (i_timerenb) begin
                if (count == TEN_MS_TICK-1) begin
                    count <= 19'h00000;
                    o_tick <= !o_tick;
                end
                else count <= count + 1;
            end
        end
    end
    assign o_base_tick = o_tick;
endmodule
```
**./run.sh**
```bash
#!/bin/bash
# OpenROAD 26Q1-2900-gdf79404cd8, Yosys 0.63+post, stock flow scripts
make -C /OpenROAD-flow-scripts/flow DESIGN_CONFIG=/design/flow/config.mk WORK_HOME=/design/flow/orfs finish
```
**./config.mk**
```make
export PLATFORM = sky130hd
export DESIGN_NAME = rtc_timer
export DESIGN_NICKNAME = rtc_timer
export VERILOG_FILES = /design/flow/design.v
export SDC_FILE = /design/flow/constraint.sdc
export NUM_CORES = 4
export LEC_CHECK = 1
export CORE_AREA = 10 10 80 80
export DIE_AREA = 0 0 90 90
```
**./constraint.sdc**
```tcl
current_design rtc_timer

set clk_period 2.4
set clk_io_pct 0.2

create_clock -name clk0 -period $clk_period [get_ports {i_sclk}]

set non_clock_inputs [all_inputs -no_clocks]
set_input_delay [expr $clk_period * $clk_io_pct] -clock clk0 $non_clock_inputs
set_output_delay [expr $clk_period * $clk_io_pct] -clock clk0 [all_outputs]
```
==> impl_metrics.toml <==
# physical design summary
[clock_tree]
cts.sinks = 20
cts_root_buf = "clkbuf_8"
cts_setup_buffers = 0
numCtsBuffers = 3
cts_resized = 0
hold_buffers = 0
cts_max_path_buffers = 2
cts_tree = "yes"
htreeDepth = 1
clk_pin_slew_worst_paths_ns = 0.08
clk_latency_ns = 0.26

[detailed_routing]
vias_per_cell = 4.34
n_antenna_cell = 0
wl_per_cell_um = 10.4
via_count = 828
wl_met3_um = 66
post-route-drc-count = 0
top_layer = "met4"
wl_met2_um = 875
antenna_left = 0
drt_iter0_markers = 69
wl_met1_um = 1020
routed_wirelength_um = 1990
firstDrtPassIters = 4

[layout]
area_growth_pct = 22.4
fin_util_pct = 25.2
fillCellCount = 502
drive_above_1_share_pct = 16.1
stdcell_area_mm2 = 0.00119
seq_area_um2 = 400
comb_area_um2 = 548
fin_cells = 191

[sta]
finalClockPeriodUsage_pct = 89.9
fin_crit_ns = 2.16
slew_viol_final = 0
clock_skew_ns = 0.00614
finalHoldViolCount = 0
rsz0062_at_grt = "no"
relSlewSlack_pct = 79.4
clock.fmax_ghz = 0.464
worstMarginPinSlew_ns = 0.307
tns_ns = 0
whs_ns = 0.487
finalSetupViolCount = 0

[yosys]
netlist.area_leader.share_pct = 41.2
postSynthSeqShare_pct = 41.2
edf_count = 0
async_reset_ff_share_pct = 0
ys_chip_area_um2 = 971
synth-main-ff-cell = "dfxtp_1"
avgSynthCellArea_um2 = 8.75
synth_warnings = 1
synth_cells = 111
synth_cell_types = 31
common_cells = "dfxtp_1, nor2_1, o21ai_0"
top_area_cell = "dfxtp_1"
syn-cell-area_um2 = 971
synth_top_cell_by_count = "dfxtp_1"
synth_stat.cells = 111
ys_ff = 20
area_leaders = "dfxtp_1, xnor2_1, o21ai_0, nor2_1, or4_4"

[worst_hold_path]
hp-class = "reg -> reg"
hold_depth = 2
holdPathEnd = "o_tick$_SDFFE_PN0P_"
holdCritStartpoint = "o_tick$_SDFFE_PN0P_"

[outcome]
status = "complete, no violations"

[power_and_ir_drop]
p_per_area_mw_per_mm2 = 685
leakage_nw = 0.449
ir_worst_vdd_mv = 0.216

[global_routing]
antenna_found_initial = 0
grt_pass1_vias = 753
grt_pass1_wl_um = 3500
track_usage_pct = 4.94
overflow = 0
grt_max_degree = 12

[critical_path]
cpMaxStageDelayCell = "clkdlybuf4s50_1"
r2r-end = "count[17]$_SDFFE_PN1P_"
path_cells = "clkdlybuf4s50_1 > nand4_2 > or4_4 > or2_2 > a31o_1"
ff2ff_path_depth = 4
cp-start-kind = "input port"
rr_startpoint = "count[3]$_SDFFE_PN1P_"
cp-startpoint = "i_timerenb"
required_ns = 2.56
path_class = "in -> reg"
end_kind = "register"
arrival_ns = 2.31
max_stage_delay_ns = 0.60
path_max_fanout = 6
r2r_slack_ns = 0.46

[placed_design]
place_inst = 187
gp_routability_congestion = 0.849
place.port_buffers = 3
placed_cell_area_mm2 = 0.00113
place_hpwl_um = 1500

[floorplanning]
ios = 4
dieWidth_um = 90
dieArea_mm2 = 0.00810
core_util_floorplan_pct = 20.6
die_h_um = 90
rows = 25
core_area_mm2 = 0.00472

[run]
warnings = 25
cap_violations = 0
==> through the flow <==
stage,total power (W),worst slack (ns)
after global routing,0.000862,0.181
after CTS,0.000827,0.245
after global placement,0.000566,-0.00286
final,0.000814,0.243
after detailed placement,0.000568,-0.0358
after floorplan,0.000513,0.558
==> routing by layer <==
layer	vias to the layer above	GRT usage, %
met2	11	7.51
met4	0	0.796
met1	382	7.03
li1	433	-
met3	2	1.26
met5	-	0
==> logic make-up after synthesis <==
group                    Yosys count  synth area share (%)
AND/OR/NAND/NOR                   50                  31.1
AND-OR/OR-AND                     22                  13.1
adder cells (fa/ha/maj)            1                  1.29
multiplexers                       1                  1.03
buffers and inverters              6                  2.32
XOR/XNOR                          11                  9.92
flip-flops                        20                  41.2
==> placed cells by master, fill, tap and decap left out, types with 3 or more instances in the layout <==
cell type,Yosys,layout
clkdlybuf4s50_1,0,3
a31oi_1,3,3
nand3_1,3,3
nand4_1,3,3
o21ai_0,10,10
or3_1,5,5
or4_4,3,3
nor3_1,4,4
dfxtp_1,20,20
inv_1,5,5
nand2_1,6,6
buf_4,0,7
a21oi_1,5,5
clkbuf_8,0,4
xnor2_1,9,9
nor4_1,3,3
nor2_1,12,12
==> cell type report <==
cell class,instances,area share (%)
Multi-Input combinational cell,85,46.1
Tap cell,67,7.05
Clock buffer,4,4.63
Timing Repair Buffer,10,6.95
Inverter,5,1.58
Sequential cell,20,33.7
==> state kept, by name (all words and copies together), names as in the netlist <==
signal  count
count      19
o_tick      1
==> power by group <==
part,switching (W),internal [W],leakage (nW),total [W]
combinational,0.0000791,0.0000825,0.257,0.000162
clock,0.000109,0.000146,0.0288,0.000255
sequential,0.0000356,0.000362,0.163,0.000398
==> how the worst max path moves through the flow <==
stage,end,cells after the start
after CTS,count[17]$_SDFFE_PN1P_,5
after global routing,count[17]$_SDFFE_PN1P_,5
final,count[17]$_SDFFE_PN1P_,5
==> critical path, delay by kind of cell <==
kind / cells / cell delay (ns)
AND-OR/OR-AND: 1 / 0.21
AND/OR/NAND/NOR: 3 / 1.02
buffers and inverters: 1 / 0.60
No activity file was given, so power comes from the tool's default toggle rates.
