--- flow/constraint.sdc ---
current_design rtc_24bitcounter

set clk_period 4.6
set clk_io_pct 0.2

create_clock -name clk0 -period $clk_period [get_ports {i_rtcclk}]

set non_clock_inputs [all_inputs -no_clocks]
set_input_delay [expr $clk_period * $clk_io_pct] -clock clk0 $non_clock_inputs
set_output_delay [expr $clk_period * $clk_io_pct] -clock clk0 [all_outputs]
--- flow/config.mk ---
export PLATFORM = sky130hd
export DESIGN_NAME = rtc_24bitcounter
export DESIGN_NICKNAME = rtc_24bitcounter
export VERILOG_FILES = /design/flow/design.v
export SDC_FILE = /design/flow/constraint.sdc
export NUM_CORES = 4
export LEC_CHECK = 1
export CORE_AREA = 10 10 99 99
export DIE_AREA = 0 0 109 109
--- flow/run.sh ---
#!/bin/bash
# OpenROAD 26Q1-2900-gdf79404cd8, Yosys 0.63+post, stock flow scripts
make -C /OpenROAD-flow-scripts/flow DESIGN_CONFIG=/design/flow/config.mk WORK_HOME=/design/flow/orfs finish
--- flow/design.v ---
`timescale 1ns / 1ps
module rtc_24bitcounter(
    i_rtcclk, 
    i_countenb, 
    i_countinit,
    i_latchcount, 
    i_reset_n,
    o_count
    );
 input i_rtcclk;
 input i_countenb;
 input i_countinit;
 input i_latchcount;
 input i_reset_n;
 output [23:0] o_count;
 wire i_rtcclk;
 wire i_countenb;
 wire i_countinit;
 wire i_latchcount;
 wire i_reset_n;
 wire [23:0] o_count;
 wire rst;
 reg [3:0] Tens_Of_Minutes           = 4'b0000;
 reg [3:0] Minutes                   = 4'b0000;
 reg [3:0] Tens_of_Seconds           = 4'b0000;
 reg [3:0] Seconds                   = 4'b0000;
 reg [3:0] Hundreds_of_Milliseconds  = 4'b0000;
 reg [3:0] Tens_Of_Milliseconds      = 4'b0000;
 always @ (posedge i_rtcclk or posedge rst ) 
	begin : BCD_counter
		if (rst == 1)
			begin 
				Tens_Of_Minutes<="0000";
				Minutes<="0000";
				Tens_of_Seconds<="0000";
				Seconds<="0000";
				Hundreds_of_Milliseconds<="0000";
				Tens_Of_Milliseconds<="0000";
			end
		else if (rst == 0 & i_latchcount == 1)
			begin 
				if (Tens_Of_Milliseconds == 4'b1001)
					begin 
						Tens_Of_Milliseconds<=4'b0000;
						if (Hundreds_of_Milliseconds == 4'b1001)
							begin 
								Hundreds_of_Milliseconds <= 4'b0000; 
								if (Seconds == 4'b1001)
									begin 
										Seconds <= 4'b0000;
										if (Tens_of_Seconds == 4'b0101)
											begin 
												Tens_of_Seconds<=4'b0000;
												if (Minutes == 4'b1001) 
													begin 
														Minutes<=4'b0000;
														if (Tens_Of_Minutes == 4'b0101) 
															begin 
																Tens_Of_Minutes<=4'b0000;
															end 
														else 
															begin 
																Tens_Of_Minutes<=Tens_Of_Minutes+4'b0001;
															end 
													end 
												else 
													begin 
														Minutes<=Minutes + 4'b0001;
													end 
											end 
										else 
											begin 
												Tens_of_Seconds<=Tens_of_Seconds+4'b0001;
											end 
									end 
								else 
									begin 
										Seconds<=Seconds+4'b0001;
									end 
							end
						else 
							begin 
								Hundreds_of_Milliseconds<=Hundreds_of_Milliseconds+4'b0001;
							end 
					end 
				else  
					begin 
						Tens_Of_Milliseconds<=Tens_Of_Milliseconds+4'b0001;
					end 
			end 
	end 
assign o_count = {Tens_Of_Minutes,Minutes,Tens_of_Seconds,Seconds, Hundreds_of_Milliseconds, Tens_Of_Milliseconds};
assign rst = ~i_reset_n;
endmodule
==> run summary <==
antenna cells - 0
Initial Util - 16.3%
row count - 32
final-report hold violation count - 0
maximum clock skew at final layout - 1.18 ps
main flop type - dfrtp_1
number of antenna violations at the first check in global routing - 0
switching power - 0.164 mW
Die Footprint - 11900 sq um
Clock power frac - 24.3%
hold bufs inserted after CTS - 0
total cell area reported by yosys after synthesis - 1260 sq um
Worst EP arrival - 2940 ps
# placed instances - 240
Buffers on Ports - 26
area fraction of the dominant cell type after synthesis - 47.6%
final hold slack - 503 ps
CTS Sinks - 24
number of distinct library cells after synthesis - 39
global router's overall resource usage - 4.75%
clock tree from TritonCTS - built
required arrival time at the worst endpoint - 4750 ps
clock transition at the registers of the reported paths - 80 ps
DR DRC count - 0
outcome - finished clean
placeable core region - 7730 sq um
number of setup violations in the final report - 0
number of global-route vias before repair - 879
switching share of power - 28.1%
Synthesized registers - 24
number of enable flip-flop cells - 0
achievable clock frequency - 359 MHz
average wire length per cell after detail routing - 11.2 microns
proportion of power drawn by combinational gates - 25.8%
startpoint of the most critical register-to-register path - Tens_Of_Milliseconds[1]
Syn-to-layout area delta - 34.0%
total iterations of the first detailed-routing run - 4
H-tree lvl count - 1
first-pass GRT wire length - 4530 microns
Tightest Pin Transition - 455 ps
number of max-slew violations in the final report - 0
Period minus WS final - 2780 ps
fraction of power consumed by sequential logic - 50.0%
antenna-violating nets left - 0
Max-Slew Margin vs Limit - 69.6%
total negative slack for setup checks - 0 ps
Post-synth top cells - dfrtp_1, nand2_1, xnor2_1
static leakage power - 0.703 nW
worst vdd ir - 0.206 mV
Synth async-reset ratio - 100%
power per unit of standard cell area - 346 nW/um^2
crit path to - Tens_Of_Minutes[1]
Synth Warn # - 1
area leader, netlist - dfrtp_1
CP Class - in2reg
part of the Yosys area used for sequential elements - 47.6%
count of mapped cells out of synthesis - 114
count of instantiated cells in the yosys netlist - 114
RSZ-0062 raised after global routing - no
type of element capturing the critical path - flip-flop
tally of max-capacitance violations - 0
register-to-register setup slack - 2520 ps
Reg-to-Reg End - Tens_Of_Minutes[1]
Cell Area, Synth - 1260 sq um
number of buffers created by CTS - 3
cell with the most instances after synthesis - dfrtp_1
number of vias per cell - 3.81
path type of the worst min-delay path - reg2reg
CTS Buffer Depth - 2
largest cells by area after synthesis - dfrtp_1, xnor2_1, nand2_1
overall die height - 109 microns
Post-CTS Setup Inserts - 0
fraction of final layout cells with drive strength greater than 1 - 13.4%
element type at the critical path start - input port
final critical-path share of the clock period - 60.5%
RePlAce Congestion - 0.769
Ports - 29
Register-to-Register Path Depth - 4
clock insertion delay at the later pin of the skew report - 260 ps
total wire length after detailed routing - 2730 microns
instance area after placement - 1640 sq um
horizontal die dimension - 109 microns
Final Instance Count excl. Fillers - 244
overflow left after global routing - 0
1st-iter DRT viols - 43
Avg Cell Area, Syn - 11.1 sq um
final instance area - 1690 sq um
Cell Int Power - 0.420 mW
total number of warnings across the stage logs - 27
CTS Root Cell - clkbuf_8
crit path launch - i_reset_n
pin count of the biggest net entering global routing - 27
HPWL reported at the end of detailed placement - 2080 microns
via count - 929
number of gates resized after CTS - 0
largest fanout on the critical path - 11
==> worst min path at each step <==
stage | startpoint | end | slack (ps) | cells after the start
after CTS | Tens_Of_Minutes[0] | Tens_Of_Minutes[0] | 510 | 1
after global routing | Tens_Of_Minutes[0] | Tens_Of_Minutes[0] | 540 | 1
final | Tens_Of_Minutes[0] | Tens_Of_Minutes[0] | 500 | 1
==> kinds of logic (layout without fill, tap and decap cells) <==
group	after synthesis	after routing	synth area share (%)
and+or+nand+nor	48	48	27.6
DFF	24	24	47.6
AOI/OAI and AO/OA	20	20	11.5
xor gates and xnor gates	12	12	8.33
buffers and inverters	8	36	3.17
muxes	2	2	1.79
==> placed cells by master (no fill, tap or decap), types with 3 or more instances in the layout <==
cell type         n
dfrtp_1          24
inv_1             5
clkdlybuf4s50_1  26
nor2b_1           6
o21ai_0           7
nor3_1            4
nor2_1            3
nand2_1          10
clkbuf_8          4
xnor2_1           8
nand3_1           6
nand4_1           4
xor2_1            4
a21o_1            3
==> metal layers <==
metal	global-route usage (%)	up-vias	wire length, microns	part of all wire [%]
li1	-	467	-	-
met1	6.49	440	1290	47
met2	6.86	22	1130	41
met3	2.51	0	311	11
met4	0.282	0	0	0
met5	0	-	0	0
==> through the flow <==
step / total power, mW / util, % / worst slack (ps)
global placement: 0.449 / 21.2 / 1560
CTS: 0.601 / 21.9 / 1830
detailed placement: 0.451 / 21.2 / 1550
global route: 0.636 / 21.9 / 1710
floorplan: 0.357 / - / 2460
finish: 0.584 / 21.9 / 1820
==> layout make-up <==
| type | instances | area [sq um] |
|---|---|---|
| well taps | 102 | 128 |
| fillers | 820 | 6040 |
| repair buffers | 27 | 268 |
| clock buffers | 4 | 55.1 |
| inverters | 5 | 18.8 |
| multi-input cells | 82 | 621 |
| flip-flops and latches | 24 | 601 |
==> state kept, by name (all words and copies together), names as in the netlist <==
register / count
Seconds: 4
Tens_Of_Milliseconds: 4
Tens_Of_Minutes: 4
Hundreds_of_Milliseconds: 4
Tens_of_Seconds: 4
Minutes: 4
==> critical path, stage by stage <==
cell and delay (ps):
clkdlybuf4s50_1 530, and3_1 370, nand4_2 430, nor3_4 340, mux2_2 350
==> power groups by stage <==
stage / Sequential [mW] / Clock, mW / Combinational, mW
global route: 0.302 / 0.161 / 0.173
CTS: 0.293 / 0.152 / 0.156
finish: 0.292 / 0.142 / 0.150
Power figures rest on the tool's default switching activity, not on a simulated workload.
