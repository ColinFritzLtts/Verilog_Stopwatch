### ./run.sh
#!/bin/bash
# OpenROAD 26Q1-2900-gdf79404cd8, Yosys 0.63+post, stock flow scripts
make -C /OpenROAD-flow-scripts/flow DESIGN_CONFIG=/design/flow/config.mk WORK_HOME=/design/flow/orfs finish
### ./config.mk
export PLATFORM = sky130hd
export DESIGN_NAME = rtc_adapter
export DESIGN_NICKNAME = rtc_adapter
export VERILOG_FILES = /design/flow/design.v
export SDC_FILE = /design/flow/constraint.sdc
export NUM_CORES = 4
export LEC_CHECK = 1
export CORE_AREA = 10 10 110 110
export DIE_AREA = 0 0 120 120
### ./constraint.sdc
current_design rtc_adapter

set clk_period 2.2
set clk_io_pct 0.2

create_clock -name clk0 -period $clk_period [get_ports {i_sclk}]

set non_clock_inputs [all_inputs -no_clocks]
set_input_delay [expr $clk_period * $clk_io_pct] -clock clk0 $non_clock_inputs
set_output_delay [expr $clk_period * $clk_io_pct] -clock clk0 [all_outputs]
### ./design.v
`timescale 1ns / 1ps
module rtc_adapter(
    input  wire [7:0] i_segout1,
    input  wire [7:0] i_segout2,
    input  wire [7:0] i_segout3,
    input  wire [7:0] i_segout4,
    input  wire [7:0] i_segout5,
    input  wire [7:0] i_segout6,
    input  wire       i_reset_n,
    input  wire       i_sclk,
    output reg  [7:0] o_segments = 8'hFF,
    output reg  [7:0] o_digits   = 8'hFF
);
    reg intclk;
    rtc_adapter_clk CLK_DIV(
        .i_sclk    (i_sclk   ),
        .i_reset_n (i_reset_n),
        .o_intclk  (intclk )
    );
     parameter SIZE = 6;
     parameter FRM1 = 6'b000001, 
               FRM2 = 6'b000010,
               FRM3 = 6'b000100,
               FRM4 = 6'b001000, 
               FRM5 = 6'b010000,
               FRM6 = 6'b100000;
     reg  [SIZE-1:0] intstatenext = FRM1; 
     reg  [SIZE-1:0] intstate     = FRM6; 
    always @ (posedge intclk or negedge i_reset_n)
    begin : FSM
        if(i_reset_n == 1'b0) begin
            intstate <= FRM1;
            intstatenext <= FRM2;
        end else              begin
            intstate <= #1 intstatenext;
            case(intstatenext)
                FRM1:    intstatenext <= #1 FRM2;
                FRM2:    intstatenext <= #1 FRM3;
                FRM3:    intstatenext <= #1 FRM4;
                FRM4:    intstatenext <= #1 FRM5;
                FRM5:    intstatenext <= #1 FRM6;
                FRM6:    intstatenext <= #1 FRM1;
                default: intstatenext <= #1 FRM1;
            endcase
        end
    end
    always @ (posedge intclk or negedge i_reset_n)
    begin: SEG_OUT
        if(i_reset_n == 1'b0) begin
            o_segments <= 8'b00000000;
            o_digits   <= 8'b00000000;
        end 
        else begin
            case(intstate)
                FRM1:    begin
                             o_digits   <= i_segout1;
                             o_segments <= 8'b11111110;
                         end
                FRM2:    begin
                             o_digits   <= {1'b1, i_segout2[6:0]};
                             o_segments <= 8'b11111101;
                         end
                FRM3:    begin
                             o_digits   <= {1'b0, i_segout3[6:0]};
                             o_segments <= 8'b11111011;
                         end
                FRM4:    begin
                             o_digits   <= {1'b1, i_segout4[6:0]};
                             o_segments <= 8'b11110111;
                         end
                FRM5:    begin
                             o_digits   <= {1'b0, i_segout5[6:0]};
                             o_segments <= 8'b11101111;
                         end
                FRM6:    begin
                             o_digits   <= {1'b1, i_segout6[6:0]};
                             o_segments <= 8'b11011111;
                         end
                default: begin
                             o_digits   <= 8'b11111111;
                             o_segments <= 8'b11111111;
                         end
            endcase
        end
    end
endmodule
`timescale 1ns / 1ps
module rtc_adapter_clk(
    input  wire i_sclk = 0,
    input  wire i_reset_n = 0,
    output reg  o_intclk
    );
    parameter COUNT_WIDTH = 16;
    reg [(COUNT_WIDTH-1):0] counter = 0;
    reg intclk = 0;
    always @ (posedge i_sclk)
    begin
        if(i_reset_n == 1'b0) begin
            counter <= 0;
            intclk <= 0;
        end else              begin
            if(counter >= 49999) begin
                counter <= 0;
                intclk <= ~intclk;
            end else             begin
                counter <= counter + 1;
            end
        end
        o_intclk <= intclk;
    end
endmodule
==> out/metrics.csv <==
stage,metric,value,unit
outcome,outcome,completed,
critical_path,family with the most delay on the worst path,simple AND/OR/NAND/NOR gates,
worst_hold_path,Min-Delay Path Class,flop to flop,
critical_path,critical path startpoint,CLK_DIV.counter[0],
detailed_routing,Ant. Diodes,0,
critical_path,WP buf/inv,0,
job,max cap viols,0,
power,peak supply drop,491,µV
layout,most frequent cells in the layout,"60 x clkdlybuf4s50_1, 25 x dfrtp_1, 24 x nor2_1",
synthesis,top_reg_cell synth,dfrtp_1,
synthesis,Post-Synthesis Cell Area,0.00198,mm²
power,PwrDens,259,mW/mm²
grt,largest net degree at the start of global routing,28,
power,leakage,1.02,nW
timing,Max-Slew Margin vs Limit,0.478,
grt,global-route wire length before repair,8360,µm
critical_path,crit path max fanout,15,
critical_path,Critical-path top delay cell,dfxtp_1,
power,sequential power share,0.468,
detailed_routing,Top Layer Used,met4,
timing,register pins left without a clock,27,
detailed_routing,Detailed Routing Iterations Pass 1,4,
timing,Slew @ Worst Pin,0.782,ns
clocking,Root Driver,clkbuf_8,
timing,setup TNS,0,ns
worst_hold_path,hold path start,CLK_DIV.intclk,
critical_path,CP startpoint kind,flop,
grt,GR Overflow Total,0,
clocking,CTS buffer count,3,
power,NetSw,0.146,mW
timing,Final setup violation count,0,
detailed_routing,Routed WL per cell,13.7,µm
synthesis,Synth flops,45,
clocking,CTS tree,yes,
timing,crit path time final,1.67,ns
timing,endpoints left unconstrained,42,
timing,unrepaired setup endpoints after global routing,false,
die,Die ar.,0.0144,mm²
synthesis,"Distinct cells, synth",48,
clocking,Post-CTS Resized,0,
detailed_routing,DRC,0,
critical_path,Worst Path Arrival,1.80,ns
job,number of OpenROAD warnings,30,
power,combinational share of power,0.163,
layout,P&R area growth vs syn,39.9,%
power,Clk network pwr share,0.369,
grt,vias in the first global route,1657,
place,detailed placement HPWL,4200,µm
die,# rows,36,
clocking,clk latency of the worst-skew pair,0.25,ns
synthesis,synthesized chip area reported by yosys,0.00198,mm²
timing,Final Max Tran Viols,0,
timing,period utilization,0.761,
power,Sw Ratio,0.203,
synthesis,average size of a mapped cell,10.5,µm²
place,PortBufs,60,
power,Int Power,0.573,mW
die,Die W,120,µm
detailed_routing,wire length on met1,2140,µm
clocking,Longest Clk Path Bufs,2,
critical_path,Critical Path RT,2.33,ns
layout,fill count,1008,
timing,final hold violation count,0,
timing,clk_skew,0.00364,ns
clocking,clk slew on worst S/H paths,0.07,ns
place,dpl cells,376,
grt,total track usage,0.0708,
die,core box area,0.00977,mm²
detailed_routing,met2 wire length,2830,µm
critical_path,CP Cell Sequence,ha_1 > nand3_1 > a211oi_1 > nand3b_2 > nor2_1,
detailed_routing,routed vias/inst,4.20,
die,Die Height,120,µm
die,fp util,0.203,
synthesis,"Seq share, synth",0.524,
layout,"non-filler cells, final",380,
critical_path,critical path class,flop to flop,
grt,initial antenna violation count,0,
detailed_routing,WL final,5190,µm
detailed_routing,routed length on met3,167,µm
timing,fmax,597,MHz
clocking,"Hold-fix buffers, CTS",0,
layout,share of layout cells above drive strength 1,0.0648,
detailed_routing,"antenna viol nets, final",0,
place,gp weighted congestion,0.791,
critical_path,start of the worst register-to-register path,CLK_DIV.counter[0],
synthesis,Cells after Synth,189,
synthesis,"Async S/R FF share, synth",0.600,
critical_path,max incr delay on CP,0.38,ns
synthesis,"EDFF count, synth",0,
die,I/O pins,66,
clocking,H-tree levels,1,
layout,most frequent logic cell in the layout,clkdlybuf4s50_1,
synthesis,Syn. warnings,2,
critical_path,CP endpoint kind,flop,
detailed_routing,initial DRC count,98,
detailed_routing,via count,1596,
synthesis,# Cells Yosys,189,
clocking,post-CTS setup buffer count,0,
## cell usage after synthesis (5+ instances only)
cell	instances	area, µm²
dfrtp_1	25	626
nand3_1	10	50.1
a22o_1	6	52.6
nor2_1	24	90.1
dfxtp_1	18	360
a22oi_1	9	67.6
nand2_1	9	33.8
nor3_1	6	30.0
xnor2_1	9	78.8
inv_1	5	18.8
## logic make-up (layout without fill, tap and decap cells)
| kind of cell | Yosys count | after routing | synth area share |
|---|---|---|---|
| buffers and inverters | 14 | 72 | 0.0341 |
| AOI/OAI and AO/OA | 33 | 33 | 0.143 |
| xor gates and xnor gates | 13 | 13 | 0.0574 |
| muxes | 1 | 1 | 0.00505 |
| DFF | 45 | 45 | 0.524 |
| and+or+nand+nor | 81 | 81 | 0.228 |
| other | 1 | 1 | 0.00189 |
| adders and majority gates | 1 | 1 | 0.00631 |
## final timing paths
path	end	slack, ns	cells after the start
worst min-delay path	CLK_DIV.o_intclk	0.37	0
worst max register to register	CLK_DIV.counter[7]	0.53	5
worst min register to register	CLK_DIV.o_intclk	0.37	0
worst max-delay path	CLK_DIV.counter[7]	0.53	5
## per-stage QoR
| stage | instance area (µm²) | utilization | worst slack (ns) | power, mW | hold slack, ns |
|---|---|---|---|---|---|
| CTS | 2780 | 0.284 | 0.543 | 0.724 | 0.369 |
| finish | 2780 | 0.284 | 0.526 | 0.719 | 0.365 |
| detailed placement | 2720 | 0.278 | 0.409 | 0.463 | 0.357 |
| global route | 2780 | 0.284 | 0.324 | 0.755 | 0.384 |
| global placement | 2720 | 0.278 | 0.451 | 0.461 | 0.350 |
| floorplan | 1980 | - | 0.749 | 0.367 | 0.343 |
## power groups by stage
stage         logic [mW]  clock network, mW  registers, mW
CTS                0.120              0.268          0.336
global route       0.128              0.290          0.337
finish             0.118              0.265          0.336
## state kept, by name, indices dropped and copies added (netlist names)
signal	cells
CLK_DIV.o_intclk	1
CLK_DIV.counter	16
intstatenext	6
o_segments	7
intstate	6
CLK_DIV.intclk	1
o_digits	8
## area by class of cell
class / instances / area (µm²) / area share
timing repair buffer: 62 / 616 / 0.222
inverter: 6 / 22.5 / 0.00812
tap: 133 / 166 / 0.0600
clock buffer: 4 / 55.1 / 0.0198
sequential: 45 / 1040 / 0.374
multi-input combinational: 130 / 877 / 0.316
## metal layers
metal  up-vias  GRT usage
met5         -          0
met4         0    0.00754
met3         4     0.0133
met2        32      0.129
met1       755     0.0879
li1        805          -
Power figures rest on the tool's default switching activity, not on a simulated workload.
